[config.mk]
export PLATFORM = sky130hd
export DESIGN_NAME = snn_simple
export DESIGN_NICKNAME = snn_simple
export VERILOG_FILES = /design/flow/design.v
export SDC_FILE = /design/flow/constraint.sdc
export NUM_CORES = 4
export LEC_CHECK = 1
export CORE_UTILIZATION = 40
export SYNTH_HDL_FRONTEND = slang
[constraint.sdc]
current_design snn_simple

set clk_period 17.0
set clk_io_pct 0.2

create_clock -name clk0 -period $clk_period [get_ports {clk}]

set non_clock_inputs [all_inputs -no_clocks]
set_input_delay [expr $clk_period * $clk_io_pct] -clock clk0 $non_clock_inputs
set_output_delay [expr $clk_period * $clk_io_pct] -clock clk0 [all_outputs]
[design.v]
`timescale 1ns/1ps
module lif_neuron #(
  parameter signed [16-1:0] V_TH    = $rtoi((1.0) * (1 << 12)),
  parameter signed [16-1:0] V_RESET = $rtoi((0.0) * (1 << 12)),
  parameter signed [16-1:0] V_REST  = $rtoi((0.0) * (1 << 12)),
  parameter signed [16-1:0] LEAK_A  = $rtoi((0.96) * (1 << 12)),   
  parameter integer          REFR_TICKS = 0        
)(
  input  wire                   clk,
  input  wire                   rst_n,     
  input  wire signed [16-1:0]   i_in,      
  output reg                    spike,
  output reg  signed [16-1:0]   v_mem
);
  wire signed [16-1:0]   v_delta   = v_mem - V_REST;
  wire signed [2*16-1:0] mult_full = $signed(LEAK_A) * $signed(v_delta);
  wire signed [16-1:0]   leak_term = V_REST + (mult_full >>> 12);
  wire signed [16:0]     v_next_full = $signed(leak_term) + $signed(i_in);
  function integer clog2;
    input integer value;
    integer i;
    begin
      clog2 = 0;
      for (i = value - 1; i > 0; i = i >> 1)
        clog2 = clog2 + 1;
    end
  endfunction
  localparam integer REFR_WIDTH = (REFR_TICKS > 0) ? clog2(REFR_TICKS + 1) : 1;
  reg [REFR_WIDTH-1:0] refr_ctr;
  localparam signed [16-1:0] FX_MAX = ((1 << (16-1)) - 1);
  localparam signed [16-1:0] FX_MIN = (-(1 << (16-1)));
  function automatic signed [16-1:0] sat_fx;
    input signed [16:0] value;
    begin
      if (value > FX_MAX)
        sat_fx = FX_MAX;
      else if (value < FX_MIN)
        sat_fx = FX_MIN;
      else
        sat_fx = value[16-1:0];
    end
  endfunction
  wire signed [16-1:0] v_next_sat = sat_fx(v_next_full);
  always @(posedge clk or negedge rst_n) begin
    if (!rst_n) begin
      v_mem <= V_RESET;
      spike <= 1'b0;
      refr_ctr <= {REFR_WIDTH{1'b0}};
    end else begin
      if (refr_ctr != {REFR_WIDTH{1'b0}}) begin
        refr_ctr <= refr_ctr - {{(REFR_WIDTH-1){1'b0}}, 1'b1};
        v_mem <= V_RESET;
        spike <= 1'b0;
      end else begin
        if (v_next_sat >= V_TH) begin
          v_mem <= V_RESET;
          spike <= 1'b1;      
          if (REFR_TICKS > 0)
            refr_ctr <= REFR_TICKS[REFR_WIDTH-1:0];
        end else begin
          v_mem <= v_next_sat;
          spike <= 1'b0;
        end
      end
    end
  end
endmodule
`timescale 1ns/1ps
module snn_layer #(
  parameter int NUM_INPUTS  = 2,
  parameter int NUM_NEURONS = 2,
  parameter int MAX_DELAY   = 4,
  parameter int CFG_ADDR_W  = ((NUM_NEURONS*NUM_INPUTS) > 1) ? $clog2(NUM_NEURONS*NUM_INPUTS) : 1,
  parameter logic signed [16-1:0] W_INIT   [NUM_NEURONS][NUM_INPUTS]  = '{default: '{default: $rtoi((0.0) * (1 << 12))}},
  parameter logic [7:0]           DELAY_INIT[NUM_NEURONS][NUM_INPUTS] = '{default: '{default: 8'd0}},
  parameter logic signed [16-1:0] G_DECAY_E = $rtoi((0.90) * (1 << 12)),
  parameter logic signed [16-1:0] G_DECAY_I = $rtoi((0.90) * (1 << 12)),
  parameter signed [16-1:0] V_TH    = $rtoi((1.0) * (1 << 12)),
  parameter signed [16-1:0] V_RESET = $rtoi((0.0) * (1 << 12)),
  parameter signed [16-1:0] V_REST  = $rtoi((0.0) * (1 << 12)),
  parameter signed [16-1:0] LEAK_A  = $rtoi((0.96) * (1 << 12)),
  parameter int              REFR_TICKS = 2,
  parameter bit              STDP_ENABLE     = 1'b1,
  parameter logic signed [16-1:0] STDP_A_PLUS  = $rtoi((0.002) * (1 << 12)),
  parameter logic signed [16-1:0] STDP_A_MINUS = $rtoi((0.003) * (1 << 12)),
  parameter logic signed [16-1:0] TRACE_DECAY_PRE  = $rtoi((0.95) * (1 << 12)),
  parameter logic signed [16-1:0] TRACE_DECAY_POST = $rtoi((0.95) * (1 << 12)),
  parameter logic signed [16-1:0] TRACE_INC_PRE   = $rtoi((1.0) * (1 << 12)),
  parameter logic signed [16-1:0] TRACE_INC_POST  = $rtoi((1.0) * (1 << 12)),
  parameter logic signed [16-1:0] W_MAX = $rtoi((0.75) * (1 << 12)),
  parameter logic signed [16-1:0] W_MIN = $rtoi((-0.75) * (1 << 12))
)(
  input  logic clk,
  input  logic rst_n,
  input  logic [NUM_INPUTS-1:0] pre_spikes,
  input  logic cfg_we,
  input  logic cfg_sel_delay,
  input  logic [CFG_ADDR_W-1:0] cfg_addr,
  input  logic signed [16-1:0]  cfg_wdata,
  input  logic [7:0]            cfg_delay,
  output logic [NUM_NEURONS-1:0]               post_spikes,
  output logic signed [16-1:0]                post_vmem   [NUM_NEURONS],
  output logic signed [16-1:0]                dbg_exc     [NUM_NEURONS],
  output logic signed [16-1:0]                dbg_inh     [NUM_NEURONS],
  output logic signed [16-1:0]                dbg_i_total [NUM_NEURONS]
);
  typedef logic signed [16-1:0] fx_t;
  typedef logic signed [(2*16)-1:0] fx_wide_t;
  localparam int TOTAL_SYNAPSES = NUM_NEURONS * NUM_INPUTS;
  fx_t weights   [NUM_NEURONS][NUM_INPUTS];
  logic [7:0] delays [NUM_NEURONS][NUM_INPUTS];
  fx_t delay_line   [NUM_NEURONS][NUM_INPUTS][MAX_DELAY+1];
  fx_t delay_next   [NUM_NEURONS][NUM_INPUTS][MAX_DELAY+1];
  fx_t delivered_reg[NUM_NEURONS][NUM_INPUTS];
  fx_t g_exc     [NUM_NEURONS];
  fx_t g_inh     [NUM_NEURONS];
  fx_t g_exc_next[NUM_NEURONS];
  fx_t g_inh_next[NUM_NEURONS];
  fx_t i_curr    [NUM_NEURONS];
  fx_t pre_trace     [NUM_INPUTS];
  fx_t pre_trace_next[NUM_INPUTS];
  fx_t post_trace     [NUM_NEURONS];
  fx_t post_trace_next[NUM_NEURONS];
  logic [NUM_NEURONS-1:0] post_spike_reg;
  fx_t v_mem_int [NUM_NEURONS];
  function automatic fx_t clamp_weight(fx_t val);
    if (val > W_MAX) clamp_weight = W_MAX;
    else if (val < W_MIN) clamp_weight = W_MIN;
    else clamp_weight = val;
  endfunction
  always_comb begin
    for (int n = 0; n < NUM_NEURONS; n++) begin
      for (int p = 0; p < NUM_INPUTS; p++) begin
        for (int stage = 0; stage < MAX_DELAY; stage++) begin
          delay_next[n][p][stage] = delay_line[n][p][stage+1];
        end
        delay_next[n][p][MAX_DELAY] = $rtoi((0.0) * (1 << 12));
        if (pre_spikes[p]) begin
          int idx;
          idx = (delays[n][p] > MAX_DELAY) ? MAX_DELAY : delays[n][p];
          delay_next[n][p][idx] = delay_next[n][p][idx] + weights[n][p];
        end
      end
    end
  end
  always_ff @(posedge clk or negedge rst_n) begin
    if (!rst_n) begin
      for (int n = 0; n < NUM_NEURONS; n++) begin
        for (int p = 0; p < NUM_INPUTS; p++) begin
          delivered_reg[n][p] <= $rtoi((0.0) * (1 << 12));
          for (int stage = 0; stage <= MAX_DELAY; stage++) begin
            delay_line[n][p][stage] <= $rtoi((0.0) * (1 << 12));
          end
        end
      end
    end else begin
      for (int n = 0; n < NUM_NEURONS; n++) begin
        for (int p = 0; p < NUM_INPUTS; p++) begin
          delivered_reg[n][p] <= delay_line[n][p][0];
          for (int stage = 0; stage <= MAX_DELAY; stage++) begin
            delay_line[n][p][stage] <= delay_next[n][p][stage];
          end
        end
      end
    end
  end
  always_comb begin
    for (int n = 0; n < NUM_NEURONS; n++) begin
      fx_t exc_inject;
      fx_t inh_inject;
      fx_wide_t exc_prod;
      fx_wide_t inh_prod;
      fx_t exc_decay;
      fx_t inh_decay;
      exc_inject = $rtoi((0.0) * (1 << 12));
      inh_inject = $rtoi((0.0) * (1 << 12));
      for (int p = 0; p < NUM_INPUTS; p++) begin
        fx_t contrib;
        contrib = delivered_reg[n][p];
        if (contrib[16-1])
          inh_inject += -contrib;
        else
          exc_inject += contrib;
      end
      exc_prod = $signed(g_exc[n]) * $signed(G_DECAY_E);
      inh_prod = $signed(g_inh[n]) * $signed(G_DECAY_I);
      exc_decay = exc_prod >>> 12;
      inh_decay = inh_prod >>> 12;
      g_exc_next[n] = exc_decay + exc_inject;
      g_inh_next[n] = inh_decay + inh_inject;
      i_curr[n]     = g_exc_next[n] - g_inh_next[n];
    end
  end
  always_ff @(posedge clk or negedge rst_n) begin
    if (!rst_n) begin
      for (int n = 0; n < NUM_NEURONS; n++) begin
        g_exc[n] <= $rtoi((0.0) * (1 << 12));
        g_inh[n] <= $rtoi((0.0) * (1 << 12));
      end
    end else begin
      for (int n = 0; n < NUM_NEURONS; n++) begin
        g_exc[n] <= g_exc_next[n];
        g_inh[n] <= g_inh_next[n];
      end
    end
  end
  assign dbg_exc     = g_exc;
  assign dbg_inh     = g_inh;
  assign dbg_i_total = i_curr;
  always_comb begin
    for (int p = 0; p < NUM_INPUTS; p++) begin
      fx_wide_t pre_prod;
      pre_prod = $signed(pre_trace[p]) * $signed(TRACE_DECAY_PRE);
      pre_trace_next[p] = pre_prod >>> 12;
      if (pre_spikes[p])
        pre_trace_next[p] = pre_trace_next[p] + TRACE_INC_PRE;
    end
    for (int n = 0; n < NUM_NEURONS; n++) begin
      fx_wide_t post_prod;
      post_prod = $signed(post_trace[n]) * $signed(TRACE_DECAY_POST);
      post_trace_next[n] = post_prod >>> 12;
      if (post_spike_reg[n])
        post_trace_next[n] = post_trace_next[n] + TRACE_INC_POST;
    end
  end
  always_ff @(posedge clk or negedge rst_n) begin
    if (!rst_n) begin
      for (int p = 0; p < NUM_INPUTS; p++) begin
        pre_trace[p] <= $rtoi((0.0) * (1 << 12));
      end
      for (int n = 0; n < NUM_NEURONS; n++) begin
        post_trace[n]   <= $rtoi((0.0) * (1 << 12));
        post_spike_reg[n] <= 1'b0;
      end
    end else begin
      for (int p = 0; p < NUM_INPUTS; p++) begin
        pre_trace[p] <= pre_trace_next[p];
      end
      post_spike_reg <= post_spikes;
      for (int n = 0; n < NUM_NEURONS; n++) begin
        post_trace[n] <= post_trace_next[n];
      end
    end
  end
  always_ff @(posedge clk or negedge rst_n) begin
    if (!rst_n) begin
      for (int n = 0; n < NUM_NEURONS; n++) begin
        for (int p = 0; p < NUM_INPUTS; p++) begin
          weights[n][p] <= W_INIT[n][p];
          delays [n][p] <= DELAY_INIT[n][p];
        end
      end
    end else begin
      for (int n = 0; n < NUM_NEURONS; n++) begin
        for (int p = 0; p < NUM_INPUTS; p++) begin
          fx_t new_w;
          new_w = weights[n][p];
          if (STDP_ENABLE) begin
            if (delivered_reg[n][p] != fx_t'(0)) begin
              fx_wide_t dw_minus_full;
              fx_t dw_minus;
              dw_minus_full = $signed(post_trace[n]) * $signed(STDP_A_MINUS);
              dw_minus = dw_minus_full >>> 12;
              new_w = new_w - dw_minus;
            end
            if (post_spike_reg[n]) begin
              fx_wide_t dw_plus_full;
              fx_t dw_plus;
              dw_plus_full = $signed(pre_trace[p]) * $signed(STDP_A_PLUS);
              dw_plus = dw_plus_full >>> 12;
              new_w = new_w + dw_plus;
            end
          end
          weights[n][p] <= clamp_weight(new_w);
        end
      end
      if (cfg_we) begin
        int cfg_post = cfg_addr / NUM_INPUTS;
        int cfg_pre  = cfg_addr % NUM_INPUTS;
        if (cfg_post < NUM_NEURONS && cfg_pre < NUM_INPUTS) begin
          if (cfg_sel_delay)
            delays[cfg_post][cfg_pre] <= cfg_delay;
          else
            weights[cfg_post][cfg_pre] <= cfg_wdata;
        end
      end
    end
  end
  genvar n_idx;
  generate
    for (n_idx = 0; n_idx < NUM_NEURONS; n_idx++) begin : GEN_NEURON
      lif_neuron #(
        .V_TH(V_TH),
        .V_RESET(V_RESET),
        .V_REST(V_REST),
        .LEAK_A(LEAK_A),
        .REFR_TICKS(REFR_TICKS)
      ) u_neuron (
        .clk    (clk),
        .rst_n  (rst_n),
        .i_in   (i_curr[n_idx]),
        .spike  (post_spikes[n_idx]),
        .v_mem  (v_mem_int[n_idx])
      );
    end
  endgenerate
  assign post_vmem = v_mem_int;
endmodule
`timescale 1ns/1ps
module snn_simple #(
  parameter signed [16-1:0] W00 = $rtoi((0.30) * (1 << 12)),
  parameter signed [16-1:0] W01 = $rtoi((0.10) * (1 << 12)),
  parameter signed [16-1:0] W10 = $rtoi((-0.05) * (1 << 12)),
  parameter signed [16-1:0] W11 = $rtoi((0.35) * (1 << 12)),
  parameter signed [16-1:0] V_TH    = $rtoi((1.0) * (1 << 12)),
  parameter signed [16-1:0] V_RESET = $rtoi((0.0) * (1 << 12)),
  parameter signed [16-1:0] V_REST  = $rtoi((0.0) * (1 << 12)),
  parameter signed [16-1:0] LEAK_A  = $rtoi((0.96) * (1 << 12)),
  parameter int              REFR_TICKS = 2,
  parameter logic signed [16-1:0] G_DECAY_E = $rtoi((0.90) * (1 << 12)),
  parameter logic signed [16-1:0] G_DECAY_I = $rtoi((0.90) * (1 << 12)),
  parameter logic [7:0] DELAY00 = 8'd0,
  parameter logic [7:0] DELAY01 = 8'd0,
  parameter logic [7:0] DELAY10 = 8'd0,
  parameter logic [7:0] DELAY11 = 8'd0
)(
  input  logic clk,
  input  logic rst_n,
  input  logic in0_spike,
  input  logic in1_spike,
  output logic n0_spike,
  output logic n1_spike,
  output logic signed [16-1:0] n0_vmem,
  output logic signed [16-1:0] n1_vmem,
  output logic signed [16-1:0] n0_i_total,
  output logic signed [16-1:0] n1_i_total,
  output logic signed [16-1:0] n0_g_exc,
  output logic signed [16-1:0] n1_g_exc,
  output logic signed [16-1:0] n0_g_inh,
  output logic signed [16-1:0] n1_g_inh
);
  localparam int NUM_INPUTS  = 2;
  localparam int NUM_NEURONS = 2;
  localparam int MAX_DELAY   = 8;
  logic [NUM_INPUTS-1:0] presyn_bus;
  assign presyn_bus = {in1_spike, in0_spike};
  logic [NUM_NEURONS-1:0] postsyn_spikes;
  logic signed [16-1:0]   postsyn_vmem [NUM_NEURONS];
  logic signed [16-1:0]   dbg_exc      [NUM_NEURONS];
  logic signed [16-1:0]   dbg_inh      [NUM_NEURONS];
  logic signed [16-1:0]   dbg_i_total  [NUM_NEURONS];
  localparam logic signed [16-1:0] WEIGHTS   [NUM_NEURONS][NUM_INPUTS] = '{
    '{W00, W01},
    '{W10, W11}
  };
  localparam logic [7:0] DELAYS [NUM_NEURONS][NUM_INPUTS] = '{
    '{DELAY00, DELAY01},
    '{DELAY10, DELAY11}
  };
  snn_layer #(
    .NUM_INPUTS (NUM_INPUTS),
    .NUM_NEURONS(NUM_NEURONS),
    .MAX_DELAY  (MAX_DELAY),
    .W_INIT     (WEIGHTS),
    .DELAY_INIT (DELAYS),
    .G_DECAY_E  (G_DECAY_E),
    .G_DECAY_I  (G_DECAY_I),
    .V_TH       (V_TH),
    .V_RESET    (V_RESET),
    .V_REST     (V_REST),
    .LEAK_A     (LEAK_A),
    .REFR_TICKS (REFR_TICKS)
  ) u_layer (
    .clk          (clk),
    .rst_n        (rst_n),
    .pre_spikes   (presyn_bus),
    .cfg_we       (1'b0),
    .cfg_sel_delay(1'b0),
    .cfg_addr     ('0),
    .cfg_wdata    ('0),
    .cfg_delay    (8'd0),
    .post_spikes  (postsyn_spikes),
    .post_vmem    (postsyn_vmem),
    .dbg_exc      (dbg_exc),
    .dbg_inh      (dbg_inh),
    .dbg_i_total  (dbg_i_total)
  );
  assign {n1_spike, n0_spike} = postsyn_spikes;
  assign n0_vmem = postsyn_vmem[0];
  assign n1_vmem = postsyn_vmem[1];
  assign n0_i_total = dbg_i_total[0];
  assign n1_i_total = dbg_i_total[1];
  assign n0_g_exc   = dbg_exc[0];
  assign n1_g_exc   = dbg_exc[1];
  assign n0_g_inh   = dbg_inh[0];
  assign n1_g_inh   = dbg_inh[1];
endmodule
[run.sh]
#!/bin/bash
# OpenROAD 26Q1-2900-gdf79404cd8, Yosys 0.63+post, stock flow scripts
make -C /OpenROAD-flow-scripts/flow DESIGN_CONFIG=/design/flow/config.mk WORK_HOME=/design/flow/orfs finish
==> flow_summary.json <==
{
  "die_h_um": 398.3,
  "setup_ws_ns": 4.292,
  "root_buffer": "clkbuf_16",
  "ys_area_mm2": 0.06283,
  "antenna_left": 0,
  "clockBufferDepth": 3,
  "syn_area_mm2": 0.06283,
  "path_common_cell": "ha_1",
  "tightestPinTransition_ns": 0.8563,
  "top_cell_area_share_pct": 24.95,
  "tns_ns": 0,
  "post-route-cell-area_mm2": 0.06845,
  "holdCritPathClass": "reg2reg",
  "cp_slowest_cell": "fa_1",
  "ff_type": "dfrtp_1",
  "ys_top_cells_by_area": "fa_1, ha_1, dfrtp_1",
  "pre_cts_slack_ns": 4.921,
  "postCtsSetupRepairBufs": 0,
  "timing.fmax_ghz": 0.07869,
  "min_from": "u_layer.delay_line[569]$_DFF_PN0_",
  "async_flop_share_pct": 100.0,
  "yosys_warnings": 0,
  "top_level_ports": 134,
  "hold_viol_final": 0,
  "via_per_inst": 4.902,
  "cp_max_fo": 5,
  "vias": 44080,
  "hold_buffers": 0,
  "ys_seq_share_pct": 14.39,
  "finClkSkew_ns": 0.03267,
  "fp.dieW_um": 398.3,
  "route.detailed.drc": 0,
  "warnings": 104,
  "timing_worst_setup_path_type": "reg2out",
  "timing.final.crit_period_ns": 12.71,
  "overflow": 0,
  "worstRegToRegCells": 41,
  "setup_viol": 0,
  "rows": 145,
  "grt_pass1_wl_um": 233100,
  "cts_resized": 0,
  "syn_inst": 6751,
  "ys_seq_elements": 360,
  "finalMaxSlewViolations": 0,
  "avgSynthCellArea_um2": 9.307,
  "r2r_slack_ns": 6.24,
  "gr-usage-all-layers_pct": 19.09,
  "finalWirelength_um": 139000,
  "dpl.hpwl_um": 119800,
  "max_stage_delay_ns": 0.53,
  "cp-end-kind": "output port",
  "min_period_over_period_pct": 74.75,
  "grt_pass1_vias": 45370,
  "maxCapViolations": 0,
  "placed_area_mm2": 0.06669,
  "coreArea_mm2": 0.1560,
  "path_clk_slew_ns": 0.07,
  "io_buffers": 133,
  "die_area_mm2": 0.1587,
  "edf_count": 0,
  "cp-start-kind": "register",
  "cts.sinks": 360,
  "r2r-end": "u_layer.GEN_NEURON[1].u_neuron.refr_ctr[0]$_DFFE_PN0P_",
  "dr.pass1.iters": 6,
  "final_util_pct": 43.87,
  "syn_to_final_growth_pct": 8.939,
  "cp.required_ns": 13.60,
  "fill_cells": 14700,
  "slew_headroom_pct": 42.51,
  "routabilityCongestion": 0.9366,
  "drt_iter0_drc": 1610,
  "wl_per_cell_um": 15.46,
  "cts_made_buffers": 49,
  "grt_start_max_net_pins": 110,
  "ys_cells": 6751,
  "hold_end": "u_layer.delivered_reg[57]$_DFF_PN0_",
  "cts_tree": "done",
  "rsz0062_at_grt": "false",
  "hold_depth": 0,
  "top_area_cell": "fa_1",
  "drive_gt1_share_pct": 3.908,
  "clk_latency_ns": 0.65,
  "ys_types": 96,
  "rr_startpoint": "u_layer.dbg_inh[4]$_DFF_PN0_",
  "fp-utilization_pct": 40.27,
  "crit_arrival_ns": 9.31,
  "antenna_found_initial": 1,
  "cts_max_level": 2,
  "hold_ws_ns": 0.3314,
  "status": "finished clean"
}
cell type report:
class                   count  area [um2]  area share [%]
inverters                1506        5653           8.259
well taps                2058        2575           3.762
clock buffers              53        1251           1.828
clock inverters            39       501.7          0.7330
diodes                      1       2.502        0.003656
multi-input cells        4811       47830           69.88
repair buffers            165        1589           2.321
flip-flops and latches    360        9045           13.21
through the flow:
step	instances
5_1_grt	8992
6_report	8993
2_1_floorplan	6751
3_3_place_gp	8900
3_5_place_dp	8900
4_1_cts	8992
cells in the mapped netlist, types with 14 or more instances:
cell type / count
a211oi_1: 29
a21o_1: 134
a21oi_1: 317
a31oi_1: 33
a41oi_1: 14
and2_1: 110
and3_1: 39
clkbuf_1: 57
dfrtp_1: 333
dfstp_2: 27
fa_1: 783
ha_1: 1062
inv_1: 1502
mux2_2: 53
mux2i_1: 43
nand2_1: 254
nand2b_1: 50
nand3_1: 85
nand4_1: 17
nor2_1: 375
nor2b_1: 94
nor3_1: 143
nor3b_1: 15
nor4_1: 23
o211ai_1: 26
o21a_1: 80
o21ai_0: 165
o21ai_1: 40
o21bai_1: 36
o31ai_1: 24
or2_2: 32
or3_1: 38
xnor2_1: 316
xor2_1: 164
worst max-delay path, delay by kind of cell, from the launching register on:
kind,cells,cell delay (ns)
adder cells (fa/ha/maj),8,2.97
AND-OR/OR-AND,12,2.43
AND/OR/NAND/NOR,7,1.40
XOR/XNOR,4,0.78
buffers and inverters,3,0.63
flip-flops,1,0.44
layout by cell type (no fill, tap or decap), types with 23 or more instances in the layout:
cell type / Yosys / final
a211oi_1: 29 / 29
a21o_1: 134 / 134
a21oi_1: 317 / 317
a31oi_1: 33 / 33
and2_1: 110 / 110
and3_1: 39 / 39
buf_4: 1 / 31
clkbuf_16: 0 / 49
clkdlybuf4s50_1: 0 / 132
dfrtp_1: 333 / 331
dfstp_2: 27 / 27
fa_1: 783 / 783
ha_1: 1062 / 1062
inv_1: 1502 / 1502
mux2_2: 53 / 53
mux2i_1: 43 / 43
nand2_1: 254 / 254
nand2b_1: 50 / 50
nand3_1: 85 / 85
nor2_1: 375 / 375
nor2b_1: 94 / 94
nor3_1: 143 / 143
nor4_1: 23 / 23
o211ai_1: 26 / 26
o21a_1: 80 / 80
o21ai_0: 165 / 165
o21ai_1: 40 / 40
o21bai_1: 36 / 36
o31ai_1: 24 / 24
or2_2: 32 / 32
or3_1: 38 / 38
xnor2_1: 316 / 316
xor2_1: 164 / 164
logic make-up after synthesis:
family                   count (synthesis)  synth area share (%)
adder cells (fa/ha/maj)               1847                 46.13
buffers and inverters                 1580                 9.491
AND/OR/NAND/NOR                       1328                 10.57
AND-OR/OR-AND                         1054                 10.93
XOR/XNOR                               483                 6.802
flip-flops                             360                 14.39
multiplexers                            99                 1.689
routing by layer:
metal  global-route usage [%]  wire length (um)  vias to the layer above
li1                         -                 -                    22270
met1                    28.87             65500                    20820
met2                    28.70             61300                      859
met3                    5.342              9519                      131
met4                    2.846              2670                        0
met5                        0                 0                        -
worst max-delay path by stage:
stage         cells past startpoint             end                           from
CTS                              34  n0_i_total[15]  u_layer.dbg_exc[21]$_DFF_PN0_
global route                     34  n0_i_total[15]  u_layer.dbg_exc[19]$_DFF_PN0_
finish                           34  n0_i_total[15]  u_layer.dbg_exc[19]$_DFF_PN0_
