==> flow/run.sh <==
#!/bin/bash
# OpenROAD 26Q1-2900-gdf79404cd8, Yosys 0.63+post, stock flow scripts
make -C /OpenROAD-flow-scripts/flow DESIGN_CONFIG=/design/flow/config.mk WORK_HOME=/design/flow/orfs finish
==> flow/config.mk <==
export PLATFORM = sky130hd
export DESIGN_NAME = poisson_spike_gen
export DESIGN_NICKNAME = poisson_spike_gen
export VERILOG_FILES = /design/flow/design.v
export SDC_FILE = /design/flow/constraint.sdc
export NUM_CORES = 4
export LEC_CHECK = 1
export CORE_AREA = 10 10 81 81
export DIE_AREA = 0 0 91 91
export SYNTH_HDL_FRONTEND = slang
==> flow/constraint.sdc <==
current_design poisson_spike_gen

set clk_period 2.3
set clk_io_pct 0.2

create_clock -name clk0 -period $clk_period [get_ports {clk}]

set non_clock_inputs [all_inputs -no_clocks]
set_input_delay [expr $clk_period * $clk_io_pct] -clock clk0 $non_clock_inputs
set_output_delay [expr $clk_period * $clk_io_pct] -clock clk0 [all_outputs]
==> flow/design.v <==
`timescale 1ns/1ps
module lfsr16(
  input  wire clk,
  input  wire rst_n,
  output reg [15:0] rnd
);
  wire fb = rnd[15] ^ rnd[13] ^ rnd[12] ^ rnd[10];  
  always @(posedge clk or negedge rst_n) begin
    if(!rst_n) rnd <= 16'hACE1;
    else       rnd <= {rnd[14:0], fb};
  end
endmodule
`timescale 1ns/1ps
module poisson_spike_gen #(
  parameter [15:0] RATE = 16'd3277    
)(
  input  wire clk,
  input  wire rst_n,
  output reg  spike
);
  wire [15:0] r;
  lfsr16 u_rng(.clk(clk), .rst_n(rst_n), .rnd(r));
  always @(posedge clk or negedge rst_n) begin
    if(!rst_n) spike <= 1'b0;
    else       spike <= (r < RATE);   
  end
endmodule
==> results.txt <==
run metrics: max_slew headroom 0.5360, data required time of the critical path 1.84 ns, flip-flops with a built-in enable 0, result of the run finished clean, tally of max-capacitance violations 0, #FFs+latches synth 17, Min Clock Period, post-route 1.481 ns, vias per inst 2.280, cell class contributing the biggest share of worst-path delay buffers and inverters, GPL Wtd Cong 0.7480, PD cells 794.4 nW/um2, switching fraction of total power 0.1912, data arrival time of the critical path 1.02 ns, slowest CP cell sky130_fd_sc_hd__clkdlybuf4s50_1, area reported by Yosys stat 505.5 um2, number of logic stages on the critical path including buffering 1, initial core utilization 0.1049, worst clock skew 0.001521 ns, number of top-level pins 3, vias in the first global route 245, portion of total power attributed to combinational logic 0.013, CTS buffer count 3, routed wirelength normalized by instance count 7.250 um, period utilisation layout 0.6437, global-route congestion overflow total 0, antenna diode count 0, Flop pwr share 0.576, overall track demand over capacity in global routing 0.01922, Bufs on Longest Clock Path 2, internal cell power 0.4213 mW, post-synthesis async set-or-reset flop share 1.000, chip area 8281 um2, number of antenna violations at the first check in global routing 0, input/output buffers 2, hold violation count in the final report 0, Worst Hold Slack 0.3669 ns, maximum operating frequency 675.4 MHz, Synth-to-Final Area Change 29.70%, number of H-tree branching levels 1, path class of the lowest-slack min-delay path register to register, worst vdd ir 273.2 uV, critical path buffer and inverter count 1, clock sink count 17, post-synthesis cell area 505.5 um2, global-route wire length before repair 1.228 mm, clock tree from TritonCTS yes, final slew viol count 0, worst flop-to-flop path endpoint spike$_DFF_PN0_, path depth of the worst reg2reg path 2, Yosys top cell area share 0.4455, warnings from Yosys 0, Post-CTS Hold Buffers 0, DRC violations left 0, switching power of the nets 0.09956 mW, total tool warning count 25, clock-pin slew of the registers on the worst-case setup and hold paths 0.06 ns, delay of the slowest cell on the worst path 0.46 ns, commonest cells in the synthesized netlist 9 x sky130_fd_sc_hd__dfrtp_1, 8 x sky130_fd_sc_hd__dfstp_2, 2 x sky130_fd_sc_hd__a211oi_1, 2 x sky130_fd_sc_hd__xnor2_1, cell type contributing the most total cell area after synthesis sky130_fd_sc_hd__dfrtp_1, setup repair after global routing missed its margin no, source of the worst hold timing path u_rng.rnd[14]$_DFF_PN0_, register-to-register path setup slack 1.21 ns, number of instances in the synthesized netlist 27, standard cell core area 4817 um2, first-iteration detailed-routing DRC count 7, largest net degree at the start of global routing 18, final setup vio count 0, ys cells 27, clock share of power 0.412, Worst Hold Path EP u_rng.rnd[15]$_DFF_PN1_, remaining antenna violation count 0, most instantiated library cell after synthesis sky130_fd_sc_hd__dfrtp_1, cells taking the most area after synthesis sky130_fd_sc_hd__dfrtp_1 45%, sky130_fd_sc_hd__dfstp_2 42%, sky130_fd_sc_hd__xnor2_1 3.5%, cell chain of the critical path clkdlybuf4s50_1, distinct cell type count of the synthesized netlist 10, Final Routed Wirelength 725 um, critical path start-end classification register to output pin, die width 91 um, Reg-to-Reg Start u_rng.rnd[12]$_DFF_PN0_, average size of a mapped cell 18.72 um2, latest clock arrival within the worst-skew pair 0.25 ns, largest driver fanout on the critical path 1, proportion of layout cells with a drive suffix above 1 0.3636, clock tree root buffer cell sky130_fd_sc_hd__clkbuf_8, post-route setup TNS 0 ns, sequential fraction of the synthesis area 0.8614, Worst-Margin Slew 0.6939 ns, number of vias in the routed layout 228, CTS-repair resized insts 0, Pleak 0.2598 nW, endpoint class of the critical path output pin, Placement Rows 25, startpoint class of the critical path register, first-pass iteration count of the detailed router 3, height of the die 91 um, setup repair bufs after CTS 0, top_reg_cell synth sky130_fd_sc_hd__dfrtp_1, Hold Path Stages 0
## per-layer routing
metal,vias up,wire length (um),share of wire,track usage
met4,0,8,0.011,0.003916
met5,-,0,0,0
met3,2,91,0.13,0.02241
met2,5,283,0.39,0.02088
met1,115,341,0.47,0.02348
li1,106,-,-,-
## power by group through the flow
stage	Sequential (mW)	Combinational, mW	Clock (mW)
6_report	0.300	0.00659	0.214
5_1_grt	0.300	0.00770	0.236
4_1_cts	0.300	0.00687	0.221
## cells in the final DEF, fill, tap and decap left out
cell type	count
sky130_fd_sc_hd__o211ai_1	1
sky130_fd_sc_hd__dfstp_2	8
sky130_fd_sc_hd__nor2_1	1
sky130_fd_sc_hd__xor2_1	1
sky130_fd_sc_hd__a211oi_1	2
sky130_fd_sc_hd__nand2_1	1
sky130_fd_sc_hd__or4_1	1
sky130_fd_sc_hd__clkdlybuf4s50_1	2
sky130_fd_sc_hd__nor4_1	1
sky130_fd_sc_hd__clkbuf_8	3
sky130_fd_sc_hd__dfrtp_1	9
sky130_fd_sc_hd__clkinv_2	1
sky130_fd_sc_hd__xnor2_1	2
## registers in the layout, indices dropped and copies added (netlist names)
register,count
spike,1
u_rng.rnd,16
## cell families (layout without fill, tap and decap cells)
group | Yosys count | in the layout | share of synthesized area
AND/OR/NAND/NOR | 4 | 4 | 0.04208
AND-OR/OR-AND | 3 | 3 | 0.04455
XOR/XNOR | 3 | 3 | 0.05199
flip-flops | 17 | 17 | 0.8614
buffers and inverters | 0 | 6 | 0
## through the flow
stage	total power, mW	cells	util	cell area (um2)	worst slack, ns
6_report	0.5208	100	0.1361	655.6	0.8195
4_1_cts	0.5276	100	0.1361	655.6	0.8033
2_1_floorplan	0.3048	27	-	505.5	1.270
3_5_place_dp	0.3115	96	0.1265	609.3	0.9416
5_1_grt	0.5429	100	0.1361	655.6	0.7739
3_3_place_gp	0.3111	96	0.1265	609.3	0.9876
## layout make-up
| class | instances | area [um2] |
|---|---|---|
| clock buffer | 3 | 41.29 |
| clock inverter | 1 | 5.005 |
| tap | 67 | 83.83 |
| sequential | 17 | 435.4 |
| timing repair buffer | 2 | 20.02 |
| fill | 543 | 4161 |
| multi-input combinational | 10 | 70.07 |
## worst max path at each step
stage,slack (ns),endpoint,startpoint
after CTS,0.80,spike,spike$_DFF_PN0_
after global routing,0.77,spike,spike$_DFF_PN0_
final,0.82,spike,spike$_DFF_PN0_
Power is estimated from default activity; no workload was simulated.
